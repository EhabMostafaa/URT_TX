--- flow/run.sh ---
#!/bin/bash
# OpenROAD 26Q1-2900-gdf79404cd8, Yosys 0.63+post, stock flow scripts
make -C /OpenROAD-flow-scripts/flow DESIGN_CONFIG=/design/flow/config.mk WORK_HOME=/design/flow/orfs finish
--- flow/design.v ---
module fsm_uart_tx #(parameter DATA_SIZE=8)( 
    input   wire                     CLK_FSM,
	  input   wire                     RST_FSM,
	  input   wire                     Data_Valid_FSM,
    input   wire                     PAR_EN_FSM,
    input   wire                     ser_done_FSM,
    output  reg     [1:0]            mux_sel_FSM,
    output  reg                      ser_en_FSM,
	  output  reg                      Busy_FSM );
localparam  IDLE   =3'b000,
            START  =3'b001,
            DATA   =3'b010,
            PARITY =3'b011,
            STOP   =3'b100  ;
reg  [2:0]  current_state,next_state;
reg         Busy_comb;
always @(posedge CLK_FSM or negedge RST_FSM )
 begin
if(!RST_FSM)
   begin
     current_state<=IDLE;
     Busy_FSM<='b0;
   end
 else 
  begin
    current_state<=next_state;
    Busy_FSM<=Busy_comb;
  end
end
always @(*)
  begin
             mux_sel_FSM ='b11;
             ser_en_FSM  ='b0;
             Busy_comb   ='b0;
    case(current_state)
    IDLE   :begin
             mux_sel_FSM ='b11;
             ser_en_FSM  ='b0;
             Busy_comb   ='b0;
           if (Data_Valid_FSM)
             begin
             Busy_comb   ='b1;
             next_state=START;
             mux_sel_FSM ='b00;
             end
           else
             begin
             Busy_comb   ='b0; 
             next_state=IDLE;
             end
            end     
    START :begin
             mux_sel_FSM ='b01;
             ser_en_FSM  ='b0;
             Busy_comb   ='b1;
             next_state  =DATA;             
          end
    DATA  :begin
             mux_sel_FSM ='b01;
             ser_en_FSM  ='b1;
             Busy_comb   ='b1;
           if(ser_done_FSM && PAR_EN_FSM)
           begin
             next_state =PARITY;
             mux_sel_FSM ='b10;
           end
           else if (ser_done_FSM && !PAR_EN_FSM)
           begin
             next_state =STOP;
           end
           else
              begin    
             next_state =DATA;
           end
         end
    PARITY:begin
             mux_sel_FSM ='b11;
             ser_en_FSM  ='b0;
             Busy_comb   ='b1;
             next_state  =STOP;
           end
    STOP  :begin
             mux_sel_FSM ='b11;
             ser_en_FSM  ='b0;
             Busy_comb   ='b0;
             next_state  =IDLE;
            end
    endcase
  end
endmodule         
module mux_uart_tx ( input   wire                CLK_MUX,
                     input   wire                RST_MUX,
                     input   wire  [1:0]         mux_sel_MUX,
                     input   wire                ser_data_MUX,
                     input   wire                par_bit_MUX,
                     output  reg                 TX_OUT_MUX );
reg       mux_comb;
always@(*) 
   begin 
      mux_comb='b1;
      case (mux_sel_MUX)
         2'b00   : mux_comb='b0;
         2'b01   : mux_comb=ser_data_MUX;
         2'b10   : mux_comb=par_bit_MUX;
         2'b11   : mux_comb='b1;
         default : mux_comb='b1;
      endcase
   end
 always @(posedge CLK_MUX or negedge RST_MUX)
  begin
  if(!RST_MUX)
   TX_OUT_MUX<='b0;
  else
  TX_OUT_MUX<=mux_comb; 
 end                    
endmodule
module seriallizer_uart_tx #(parameter DATA_SIZE=8)( 
	  input   wire                     CLK_SER,
	  input   wire                     RST_SER,
    input   wire   [DATA_SIZE-1:0]   P_DATA_SER,
    input   wire                     ser_en_SER,
    input   wire                     Busy_SER,
	  input   wire                     Data_Valid_SER,
    output  reg                      ser_data_SER,
    output  reg                      ser_done_SER);
 reg   [DATA_SIZE-1 :0] DATA;
 reg   [2:0]            count;
 always@(posedge CLK_SER or negedge RST_SER)
     begin
       if (!RST_SER)
         begin
           DATA<='b0;
          end
	   else if(Data_Valid_SER && !Busy_SER)
         begin
           DATA<=P_DATA_SER; 
         end
       else
           DATA<=DATA>>1;
	end	   
always@(posedge CLK_SER or negedge RST_SER)
     begin
       if (!RST_SER)
        count<='b0;
       else if(ser_en_SER)
       	count<=count+1;
       else	  	
        count<='b0;
	 end
always@(*)
     begin
      ser_data_SER=DATA[0];
      if(count==3'b111)
        ser_done_SER='b1;
	    else
        ser_done_SER='b0;
      end		
endmodule
module TOP_uart_tx #(parameter DATA_SIZE_top=8)( 
     input   wire                            CLK_top,
     input   wire                            RST_top,
     input   wire     [DATA_SIZE_top-1:0]    P_DATA_top,
     input   wire                            Data_Valid_top,
     input   wire                            PAR_EN_top,
     input   wire                            PAR_TYP_top,
     output  wire                            TX_OUT_top,
     output  wire                            Busy_top);
wire         ser_en_top;   
wire         ser_data_top;
wire         ser_done_top;
wire [1:0]   mux_sel_top;
wire         par_bit_top;
parityCalic_uart_tx 
#(
    .DATA_SIZE (DATA_SIZE_top )
)
u_parityCalic_uart_tx(
    .P_DATA_PAR     (P_DATA_top     ),
    .Data_valid_PAR (Data_Valid_top ),
    .PAR_TYP_PAR    (PAR_TYP_top    ),
    .CLK_PAR        (CLK_top        ),
    .RST_PAR        (RST_top        ),
    .par_bit_PAR    (par_bit_top    )
);
mux_uart_tx u_mux_uart_tx(
    .CLK_MUX      (CLK_top      ),
    .RST_MUX      (RST_top      ),
    .mux_sel_MUX  (mux_sel_top  ),
    .ser_data_MUX (ser_data_top ),
    .par_bit_MUX  (par_bit_top  ),
    .TX_OUT_MUX   (TX_OUT_top   )
);
seriallizer_uart_tx 
#(
    .DATA_SIZE (DATA_SIZE_top )
)
u_seriallizer_uart_tx(
    .CLK_SER        (CLK_top        ),
    .RST_SER        (RST_top        ),
    .P_DATA_SER     (P_DATA_top     ),
    .ser_en_SER     (ser_en_top     ),
    .Busy_SER       (Busy_top       ),
    .Data_Valid_SER (Data_Valid_top ),
    .ser_data_SER   (ser_data_top   ),
    .ser_done_SER   (ser_done_top   )
);
fsm_uart_tx 
#(
    .DATA_SIZE (DATA_SIZE_top )
    )
u_fsm_uart_tx(
    .CLK_FSM        (CLK_top        ),
    .RST_FSM        (RST_top        ),
    .Data_Valid_FSM (Data_Valid_top ),
    .PAR_EN_FSM     (PAR_EN_top     ),
    .ser_done_FSM   (ser_done_top   ), 
    .mux_sel_FSM    (mux_sel_top    ),
    .ser_en_FSM     (ser_en_top     ),
    .Busy_FSM       (Busy_top)
);
endmodule
module parityCalic_uart_tx #(parameter DATA_SIZE =8)(
		 input   wire                    CLK_PAR,
		 input   wire                    RST_PAR,
         input   wire  [DATA_SIZE-1:0]   P_DATA_PAR,
         input   wire                    Data_valid_PAR,
         input   wire                    PAR_TYP_PAR,
		 output  reg                     par_bit_PAR);
always@(posedge CLK_PAR or negedge RST_PAR)
   begin
     if(!RST_PAR)
       begin
	   par_bit_PAR<='b0;
	   end
     else if(Data_valid_PAR)
       begin
          if(PAR_TYP_PAR)	      
		    par_bit_PAR<=~^P_DATA_PAR;
		  else                    
		    par_bit_PAR<=^P_DATA_PAR;
        end
	end
endmodule	
--- flow/constraint.sdc ---
current_design TOP_uart_tx

set clk_period 1.5
set clk_io_pct 0.2

create_clock -name clk0 -period $clk_period [get_ports {CLK_top}]

set non_clock_inputs [all_inputs -no_clocks]
set_input_delay [expr $clk_period * $clk_io_pct] -clock clk0 $non_clock_inputs
set_output_delay [expr $clk_period * $clk_io_pct] -clock clk0 [all_outputs]
--- flow/config.mk ---
export PLATFORM = sky130hd
export DESIGN_NAME = TOP_uart_tx
export DESIGN_NICKNAME = TOP_uart_tx
export VERILOG_FILES = /design/flow/design.v
export SDC_FILE = /design/flow/constraint.sdc
export NUM_CORES = 4
export LEC_CHECK = 1
export CORE_AREA = 10 10 79 79
export DIE_AREA = 0 0 89 89
==> run notes <==
The flow ran to the end, and the final reports show no timing, DRC or antenna violations. The power density of the placed cells was 880 nW/um^2; the transition time at the pin with the least slew margin was 0.369 ns. For the maximum vdd ir drop, the log shows 690 uV. Once iteration 0 of detailed routing completed, the report listed 115 DRC markers. Portion of total power attributed to sequential cells: 51.3%. Startpoint-to-endpoint class of the critical path: input pin to flip-flop. The run gives 65 as the count of instantiated cells in the yosys netlist.

The first detailed-routing pass ran for 4 iterations. In the final report, the number of hold violations comes to 0. In this run the vertical extent of the chip is 89 um. Pins over their slew limit in the final report were tallied at 0. The switching component of the power was reported as 0.000205 W. Of the total power, the clock network draws 34.2%. Ranked by total cell area, the synthesized netlist is headed by dfrtp_1 (52%), mux2_2 (9.7%), dlxtn_1 (5.5%). The cell at the root of the clock tree is clkbuf_8. 0 antenna diodes ended up in the layout.

The run gives 0 as the number of remaining DRC errors. The initial antenna violation count is 0. Cell type with the highest aggregate area in the netlist: dfrtp_1. 6 endpoints have no timing constraint.

The stage logs contain a warning count of 25. Post-route period utilization is reported as 94.5%. The most used flip-flop cell is dfrtp_1.

After global routing the overflow that remains totals 0. The tools report the number of distinct library cells after synthesis as 24. The post-synthesis register bit count is 20, and the number of nets with antenna violations after routing is 0. The CTS report gives the tree buffer count as 3. The worst pin sits at a relative slew slack of 75.4%. Setup repair after global routing left no endpoint under its margin. The cell area that synthesis handed to floorplanning was 813 sq um. The final timing report counts setup violations totalling 0. The horizontal die dimension reported for this design is 89 um. The maximum operating frequency is 705 MHz, and the core box area is 4660 sq um. STA lists the maximum fanout along the critical path as 2.

With the routed wire length per instance at 11.1 um, the clock latency on the worst-skew pair is 0.25 ns. For the largest net degree at the start of global routing, the log shows 18. Critical path launch point type: an input pin.

The run gives 0.000772 W for the internal power of the cells. The area fraction of the largest cell type after synthesis is 52.3%. With the initial core utilization at 17.4%, the clock slew at the register clock pins of the worst setup and hold paths is 0.06 ns. The area overhead of the layout relative to synthesis is 36.5%. Each instance of the synthesized netlist takes up on average 12.5 sq um.

Counting cells, the worst reg-to-reg path comes to 6. In the post-route analysis, the smallest setup slack over all paths is 0.0823 ns. The via count of the first global-routing pass is 539. CTS reports a maximum clock tree buffer depth of 2. Tally of max-capacitance violations: 0. The tools report the total die size as 7920 sq um. 15 I/O pins were placed. The run gives 813 sq um as the synthesis area per yosys. The run gives 1210 um for the estimated wirelength of the detail-placed design. The class of the worst hold path was input pin to async pin. Counting every instance in the synthesized netlist gives 65.

The first global-routing pass estimated 2690 um of wire. The arrival time reported for the critical path endpoint was 1.55 ns; the overall global routing resource usage was 4.38%. After clock tree synthesis, the flow added hold-fix buffers numbering 0. The dominant cell by count in the synthesized netlist was dfrtp_1. With the reg-to-reg setup timing slack at 0.11 ns, the fraction of registers with async set/reset is 85.0%. For the final routed database, the setup TNS stands at 0 ns. TritonCTS built the clock tree. The logs give 1 for the maximum level of the CTS H-tree and 0.00261 ns for the final worst clock skew.

Yosys mapped a number of flops with a built-in enable equal to 0. The timer found 3 register pins that no clock reaches; their paths are not timed. The static power due to leakage is 0.506 nW.

The final weighted congestion recorded by global placement is 0.793. Warnings reported by Yosys during synthesis add up to 4. The number of core rows was 25; the clock period minus worst slack was 1.42 ns.

The logs give 514 for the vias after detailed routing and 1.63 ns for the required time of the worst setup path. Cells with a size suffix above 1 make up 25.6% of the layout. Source of the worst register-to-register timing path: u_seriallizer_uart_tx.count[0]$_DFF_PN0_. Net switching is 21.0% of the power. The worst setup path is captured at a flip-flop.

The number of buffers inserted by port buffering is 14. The worst flop-to-flop path endpoint was u_mux_uart_tx.TX_OUT_MUX$_DFF_PN0_. After detailed routing, the total wire length is 1550 um.

The routed via count divided by cell count was 3.67; the combinational group share of total power was 14.5%. For reference, the top cells by count after synthesis are dfrtp_1 (17), mux2_2 (7), nor2_1 (5), xnor2_1 (5). STA on the placed design reports a worst setup slack of -0.353 ns.
==> worst max path at each step <==
stage	start	end	slack (ns)
6_report	P_DATA_top[3]	u_parityCalic_uart_tx.par_bit_PAR$_DFFE_PN0P_	0.08
4_1_cts	u_seriallizer_uart_tx.count[0]$_DFF_PN0_	u_mux_uart_tx.TX_OUT_MUX$_DFF_PN0_	0.02
5_1_grt	P_DATA_top[3]	u_parityCalic_uart_tx.par_bit_PAR$_DFFE_PN0P_	0.02
==> flip-flops by register name, summed over array words and instances, names as in the netlist <==
signal                             cells
u_fsm_uart_tx.Busy_FSM                 1
u_fsm_uart_tx.current_state            3
u_fsm_uart_tx.next_state               3
u_mux_uart_tx.TX_OUT_MUX               1
u_parityCalic_uart_tx.par_bit_PAR      1
u_seriallizer_uart_tx.DATA             8
u_seriallizer_uart_tx.count            3
==> cell type report <==
type / count / area (sq um)
clock buffers: 4 / 45.0
fillers: 475 / 3550
inverters: 2 / 7.51
well taps: 54 / 67.6
repair buffers: 20 / 180
multi-input cells: 40 / 339
flip-flops and latches: 20 / 470
==> cells in the final DEF, fill, tap and decap left out, drive strengths merged, types with 2 or more instances in the layout <==
cell           netlist  layout
nor2                 5       5
a21oi                2       2
clkdlybuf4s50        0      10
dfrtp               17      17
mux2                 8       8
ha                   2       2
dlygate4sd2          0       4
and2                 2       2
nor3                 3       3
nand4                2       2
buf                  1       6
xnor2                5       5
dlxtn                3       3
nand2b               2       2
nand2                2       2
inv                  2       2
clkbuf               2       4
==> power groups by stage <==
stage	Clock [W]	Sequential, W	Combinational, W
CTS	0.000344	0.000501	0.000143
global route	0.000375	0.000503	0.000156
finish	0.000334	0.000501	0.000142
==> worst max-delay path: stages <==
cell             delay, ns
clkdlybuf4s50_1       0.49
xnor2_1               0.13
xnor3_1               0.24
xnor2_1               0.13
mux2_4                0.25
==> repair_timing <==
action,in CTS,in global routing
resized,7,2
setup endpoints to repair,2,1
pin swaps,3,0
buffers inserted,0,0
==> cell families after synthesis <==
logic type / count (synthesis) / share of synthesized area, %
DFF: 17 / 52.3
and+or+nand+nor: 17 / 10.8
muxes: 9 / 12.8
xor gates and xnor gates: 7 / 9.23
AOI/OAI and AO/OA: 5 / 3.69
buffers and inverters: 5 / 2.61
latches: 3 / 5.54
adders and majority gates: 2 / 3.08
==> per-stage QoR <==
stage	hold WS [ns]	std cells	util, %	power [W]	area [sq um]
global placement	0.456	136	22.6	0.000653	1050
CTS	0.386	140	23.7	0.000987	1100
finish	0.380	140	23.8	0.000976	1110
floorplan	0.00441	65	-	0.000584	813
detailed placement	0.465	136	22.6	0.000652	1050
global route	0.395	140	23.8	0.00103	1110
==> layer usage <==
metal	vias to the layer above	GRT usage, %	routed length [um]
li1	260	-	-
met3	2	2.20	144
met2	16	5.92	624
met4	0	0.289	8
met5	-	0	0
met1	236	6.41	775
Power figures rest on the tool's default switching activity, not on a simulated workload.
